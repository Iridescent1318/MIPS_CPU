**flow/constraint.sdc**
```tcl
current_design BCD7

set clk_period 3.2
set clk_io_pct 0.2

create_clock -name clk0 -period $clk_period [get_ports {scan_clk}]

set non_clock_inputs [all_inputs -no_clocks]
set_input_delay [expr $clk_period * $clk_io_pct] -clock clk0 $non_clock_inputs
set_output_delay [expr $clk_period * $clk_io_pct] -clock clk0 [all_outputs]
```
**flow/config.mk**
```make
export PLATFORM = sky130hd
export DESIGN_NAME = BCD7
export DESIGN_NICKNAME = BCD7
export VERILOG_FILES = /design/flow/design.v
export SDC_FILE = /design/flow/constraint.sdc
export NUM_CORES = 4
export LEC_CHECK = 1
export CORE_AREA = 10 10 98 98
export DIE_AREA = 0 0 108 108
```
**flow/run.sh**
```bash
#!/bin/bash
# OpenROAD 26Q1-2900-gdf79404cd8, Yosys 0.63+post, stock flow scripts
make -C /OpenROAD-flow-scripts/flow DESIGN_CONFIG=/design/flow/config.mk WORK_HOME=/design/flow/orfs finish
```
**flow/design.v**
```verilog
module BCD7(
            scan_clk,
            idata,
            iInterrupt,
            obcd
);
    input scan_clk;
    input [15:0] idata;
    input iInterrupt;
    output reg [11:0] obcd;  
    reg [4:0] display; 
    initial begin
        obcd = 12'b101111111111;
    end
    always@(posedge scan_clk) begin
        case(obcd[11:8])
        4'b1101: display = iInterrupt? 5'b10000: {1'b0, idata[15:12]};
        4'b1110: display = iInterrupt? 5'b10001: {1'b0, idata[11:8]}; 
        4'b0111: display = iInterrupt? 5'b10010: {1'b0, idata[7:4]};
        4'b1011: display = iInterrupt? 5'b10011: {1'b0, idata[3:0]};
        endcase
    end
    always@(posedge scan_clk) begin
        obcd[11:8] = (obcd[11:8] << 1) +1;
        if(obcd[11:8] == 4'b1111) obcd[11:8] = obcd[11:8] - 1;
    end
    always@(posedge scan_clk) begin
             obcd[7:0] = (display==5'h0)?8'b11000000:
             (display==5'h1)?8'b11111001:
             (display==5'h2)?8'b10100100:
             (display==5'h3)?8'b10110000:
             (display==5'h4)?8'b10011001:
             (display==5'h5)?8'b10010010:
             (display==5'h6)?8'b10000010:
             (display==5'h7)?8'b11111000:
             (display==5'h8)?8'b10000000:
             (display==5'h9)?8'b10010000:
             (display==5'ha)?8'b10001000:
             (display==5'hb)?8'b10000011:
             (display==5'hc)?8'b11000110:
             (display==5'hd)?8'b10100001:
             (display==5'he)?8'b10000110:
             (display==5'hf)?8'b10001110:
             (display==5'b10001)?8'b11111011:
             (display==5'b10010)?8'b10101011:
             (display==5'b10011)?8'b10000111:
             8'b11111111;
    end
endmodule
```
==> highlights.md <==
### Status
- finished, final reports clean — run status

### Setup path
- sky130_fd_sc_hd__dfxtp_1 — CP max stage cell
- primary output — CP endpoint kind
- 570 ps — worst stage delay on the critical path
- flip-flop — crit path launch type
- obcd[10] — beginning of the worst register-to-register path
- flip-flop to primary output — category of the critical setup timing path
- obcd[10] — worst setup path start
- flip-flops — CP top delay family
- 1 — count of buffer and inverter cells on the critical path
- clkdlybuf4s50_1 — ordered list of cells on the worst path
- 2560 ps — data required time of the critical path
- 1370 ps — data arrival time of the critical path
- 13 — crit-path max FO

### Final layout
- 844 — # fillers
- sky130_fd_sc_hd__clkdlybuf4s50_1 — dominant logic cell type in the layout
- 0.00132 mm2 — final std cell area, no fill
- 370 um2 — area occupied by registers
- 4.65% — layout cells sized above 1
- 43.4% — area growth from synthesis to layout
- sky130_fd_sc_hd__clkdlybuf4s50_1, sky130_fd_sc_hd__nor2_1, sky130_fd_sc_hd__dfxtp_1 — Top cells excl fill/tap
- 480 um2 — area of the multi-input gates

### Floorplan
- 108 um — die span in x
- 30 — count of pins on the block boundary
- 32 — number of rows created at floorplan
- 0.00765 mm2 — Placeable Area
- 0.0117 mm2 — die area
- 108 um — DIE HEIGHT
- 12.0% — FP Util

### Pwr
- 297 mW/mm2 — power density relative to cell area
- 0.0964 mV — maximum vdd ir drop
- 0.392 mW — power after layout
- 0.454 nW — Leakage Power

### Placement
- 0.00127 mm2 — placed cell area
- 28 — port buffer count
- 0.832 — RD Place Congestion
- 1660 um — total half-perimeter wirelength after legalization and detailed placement
- 1170 ps — worst setup timing slack at the placement stage

### Final timing
- 0 — final setup fails
- 62.7% — post-route fraction of the period consumed by the critical path
- 0 — final-report hold violation count
- 1190 ps — Worst Setup Slack, final
- 0 ps — Setup TNS Final
- 4.03 ps — Final Skew
- no — unrepaired setup endpoints after global routing
- 2010 ps — clock period minus final worst setup slack
- 0 — final number of max-transition violations
- 498 MHz — Fmax

### Clock network
- 16 — CTS sink count
- 250 ps — clock latency on the worst-skew pair
- 2 — Max clock buf depth
- 60 ps — CTS clk-pin slew, worst paths
- sky130_fd_sc_hd__clkbuf_8 — Clock Root Buffer
- 1 — H-tree Lvls
- done — TritonCTS clock tree
- 0 — setup fix buffers added after clock tree synthesis
- 3 — number of buffers created by CTS
- 0 — post-CTS sizing
- 0 — Hold Buf Count CTS

### Logic synthesis
- 920 um2 — synthesized chip area reported by yosys
- 920 um2 — Synth Cell Area
- 16 — post-synthesis sequential element count
- 8.52 um2 — Synth Area per Inst
- 108 — ys cells
- 108 — number of instances in the synthesized netlist
- 40.3% — Seq/Total Area, Yosys
- 1 — warning count from the yosys run
- 33 — number of different library cells in the post-synthesis netlist

### Drt
- 4 — length of the first detailed-routing pass in iterations
- 3.47 — average vias per placed instance
- 0 — total inserted antenna cells
- 9.51 um — average wire per cell in the routed design
- 0 — Antenna Nets Post-Route
- 2200 um — detailed-route wire length
- 34 — Iter 0 DRT Violations
- 802 — vias after detailed routing
- 0 — Remaining DRCs

### Global route
- 0 — overflow left after global routing
- 3.73% — global router's overall resource usage
- 0 — number of antenna violations at the first check in global routing
- 3610 um — wire length of the first global-routing pass
- 756 — vias in the first global route
- 19 — pin count of the biggest net entering global routing

### Flow run
- 25 — number of OpenROAD warnings
- 0 — Max-Cap Viols

### Worst hold path
- obcd[9] — Worst Min Path Start
- flip-flop to flip-flop — Tightest Hold Check Type

-- flip-flops by register name (all words and copies together), names as in the netlist --
| signal | flops |
|---|---|
| display | 5 |
| obcd | 11 |
-- layer usage --
| metal | vias to the layer above | GRT usage (%) | part of all wire, % |
|---|---|---|---|
| met2 | 31 | 4.40 | 35 |
| met4 | 0 | 0.286 | 0.32 |
| met1 | 339 | 5.26 | 50 |
| met5 | - | 0 | 0 |
| met3 | 2 | 3.01 | 15 |
| li1 | 430 | - | - |
-- final cells by class --
class | count | area share [%]
inverter | 4 | 1.14
multi-input combinational | 77 | 36.4
clock inverter | 1 | 0.285
clock buffer | 3 | 3.13
tap | 102 | 9.68
sequential | 16 | 28.1
timing repair buffer | 28 | 21.3
-- power by group --
group          switching, mW  internal, mW  total [mW]
sequential                 0         0.209       0.209
clock                 0.0700        0.0851       0.155
combinational        0.00702        0.0210      0.0280
total                 0.0770         0.315       0.392
-- logic make-up after synthesis --
kind of cell / count (synthesis) / synth area share (%)
AND-OR/OR-AND: 31 / 24.8
buffers and inverters: 15 / 7.48
flip-flops: 16 / 40.3
multiplexers: 1 / 1.09
other: 1 / 0.408
AND/OR/NAND/NOR: 44 / 26.0
-- per-stage QoR --
step                cells  util [%]  hold slack, ps
floorplan             108         -             347
global placement      227      16.7             419
detailed placement    227      16.7             422
CTS                   231      17.2             432
global route          231      17.2             459
finish                231      17.2             428
-- path summary, 6_finish.rpt --
| check | endpoint | slack [ps] | depth (start not counted) |
|---|---|---|---|
| worst max register to register | display[1] | 1420 | 4 |
| worst min-delay path | obcd[10] | 430 | 0 |
| worst min register to register | obcd[10] | 430 | 0 |
| worst max-delay path | obcd[10] | 1190 | 1 |
-- synth_stat cells --
cell type	number	share of area, %
sky130_fd_sc_hd__buf_6	1	1.2
sky130_fd_sc_hd__dfxtp_1	11	24
sky130_fd_sc_hd__nand2b_4	1	1.5
sky130_fd_sc_hd__a21oi_1	8	4.4
sky130_fd_sc_hd__clkbuf_1	8	3.3
sky130_fd_sc_hd__buf_2	1	0.54
sky130_fd_sc_hd__and3_1	1	0.68
sky130_fd_sc_hd__a221oi_1	1	0.95
sky130_fd_sc_hd__nand4b_1	1	0.95
sky130_fd_sc_hd__nand3b_1	5	4.1
sky130_fd_sc_hd__o211ai_1	2	1.6
sky130_fd_sc_hd__a41o_1	1	1.1
sky130_fd_sc_hd__a211oi_1	2	1.6
sky130_fd_sc_hd__nand2b_1	7	4.8
sky130_fd_sc_hd__edfxtp_1	5	16
sky130_fd_sc_hd__o21ai_0	6	3.3
sky130_fd_sc_hd__conb_1	1	0.41
sky130_fd_sc_hd__a311oi_4	1	2.9
sky130_fd_sc_hd__and4b_1	1	1.1
sky130_fd_sc_hd__inv_1	4	1.6
sky130_fd_sc_hd__nor2_1	11	4.5
sky130_fd_sc_hd__nor3_1	2	1.1
sky130_fd_sc_hd__buf_4	1	0.82
sky130_fd_sc_hd__a211o_1	4	3.8
sky130_fd_sc_hd__a21o_1	1	0.82
sky130_fd_sc_hd__nor2_2	1	0.68
sky130_fd_sc_hd__mux2i_1	1	1.1
sky130_fd_sc_hd__nand2_1	9	3.7
sky130_fd_sc_hd__a221o_1	2	2.2
sky130_fd_sc_hd__o21bai_1	1	0.82
sky130_fd_sc_hd__a31oi_1	2	1.4
sky130_fd_sc_hd__nand3_1	3	1.6
sky130_fd_sc_hd__nor4_1	2	1.4
-- worst register-to-register path, stage by stage (launching register included) --
cell,delay [ps]
sky130_fd_sc_hd__dfxtp_1,570
sky130_fd_sc_hd__a21oi_1,180
sky130_fd_sc_hd__a311oi_4,430
sky130_fd_sc_hd__nor2_2,70
sky130_fd_sc_hd__a211o_1,300
No activity file was given, so power comes from the tool's default toggle rates.
