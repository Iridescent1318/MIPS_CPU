$ cat design.v
`timescale 1ns / 1ps
module unit_clk(
    input sysclk,
    output u_clk
    );
    reg[27:0] state;
    reg[27:0] divide;
    reg u_clk_1;
assign u_clk = u_clk_1;
initial
begin
    u_clk_1 = 0;
    state = 28'b0000_0000_0000_0000_0000_0000_0000;
    divide = 28'b0000010_1111_1010_1111_0000_1000_0;  
end
always@ (posedge sysclk)
begin
    if(state == 0) 
        u_clk_1 = ~u_clk_1;
    state = state + 21'b000_0000_0000_0000_0000_10;
    if(state == divide)
        state = 28'b0000_0000_0000_0000_0000_0000_0000;
end
endmodule
$ cat run.sh
#!/bin/bash
# OpenROAD 26Q1-2900-gdf79404cd8, Yosys 0.63+post, stock flow scripts
make -C /OpenROAD-flow-scripts/flow DESIGN_CONFIG=/design/flow/config.mk WORK_HOME=/design/flow/orfs finish
$ cat config.mk
export PLATFORM = sky130hd
export DESIGN_NAME = unit_clk
export DESIGN_NICKNAME = unit_clk
export VERILOG_FILES = /design/flow/design.v
export SDC_FILE = /design/flow/constraint.sdc
export NUM_CORES = 4
export LEC_CHECK = 1
export CORE_UTILIZATION = 30
$ cat constraint.sdc
current_design unit_clk

set clk_period 6.2
set clk_io_pct 0.2

create_clock -name clk0 -period $clk_period [get_ports {sysclk}]

set non_clock_inputs [all_inputs -no_clocks]
set_input_delay [expr $clk_period * $clk_io_pct] -clock clk0 $non_clock_inputs
set_output_delay [expr $clk_period * $clk_io_pct] -clock clk0 [all_outputs]
==> impl_metrics.toml <==
# physical design summary
[synth]
top_cell_area_share_pct = 33.1
syn_avg_cell_area_sq_um = 8.30
netlist.top_cell.by_area = "dfxtp_1"
syn_inst = 197
synthTopCellsByCount = "dfxtp_1, nand2_1, xnor2_1, nor2_1, nand3_1"
flop_cell = "dfxtp_1"
postSynth.asyncResetShare_pct = 0
ys_area_sq_um = 1640
synth_area_sq_um = 1640
yosysWarnings = 1
synth_cell_types = 44
synthMostInstantiatedCell = "dfxtp_1"
synth-edff-count = 1
ys_seq_elements = 28
ys_cells = 197
ys_top_cells_by_area = "dfxtp_1, xnor2_1, a21oi_2"
ys_seq_share_pct = 34.9

[setup_path]
required_ps = 6360
worst_ep_arrival_time_ps = 3110
r2r_cells = 8
reg2reg_from = "state[1]$_SDFF_PN0_"
crit_path_end = "state[9]$_SDFF_PN0_"
worstPathCellList = "ha_1, nand4_1, or3_1, a2111oi_0, o2111ai_1, nor4_4, buf_4, a22oi_1"
r2r_end = "state[9]$_SDFF_PN0_"
critPathLaunch = "state[1]$_SDFF_PN0_"
slowest_delay_ps = 480
path_max_fanout = 10
r2r_setup_slack_ps = 3250
crit_path_start_kind = "flip-flop"
crit_slowest_cell = "dfxtp_1"
critical_path_class = "flip-flop to flip-flop"
cp-end-kind = "flip-flop"

[final_timing]
fin_skew_ps = 7.48
finalSetupViolCount = 0
rsz0062_at_grt = "false"
hold_viol = 0
finalClockPeriodUsage_pct = 47.7
max_freq_ghz = 0.338
setup_ws_ps = 3250
setup_tns_ps = 0
slew_headroom_pct = 60.6
period_minus_slack_ps = 2950
worst_pin_slew_ps = 588
drv_slew = 0

[power_and_ir_drop]
vdd_ir_drop_max_mv = 0.105
p_per_area_nw_per_um2 = 184
p_total_uw = 323
p_leak_uw = 0.000547

[placed_design]
gp_congestion = 0.893
hpwl_mm = 2.48
pre_cts_ws_ps = 3270
port_buffers = 1
placed_cell_area_sq_um = 1690

[clocking]
cts.path.max_buffers = 2
post_cts_buffers = 0
cts_root_buf = "clkbuf_8"
htreeDepth = 1
cts_resized = 0
cts_tree = "done"
cts_sinks = 28
hold_buffers = 0
cts.clk_slew.worst_paths_ps = 100
clock.latency.late_pin_ps = 270
cts-buffers-inserted = 3

[detailed_routing]
drtAntennaViolNets = 0
wl_mm = 3.43
drt-initial-drc-count = 110
firstDrtPassIters = 5
num_antenna_cells = 0
vias_per_cell = 5.18
drc_errors = 0
vias = 1348
wire_per_inst_um = 13.2

[grt]
track_usage_pct = 13.6
grt_pass1_vias = 1234
grt_max_degree = 17
antenna_found_initial = 0
grt_pass1_wl_mm = 5.98
grt.overflow.total = 0

[floorplan]
io_pins = 2
die_h_um = 75.8
rows = 26
core-area_sq_um = 5170
die.size.x_um = 75.8
fp-utilization_pct = 31.6
die-area_sq_um = 5750

[job]
warnings = 26
max-cap-violations = 0

[final_layout]
area_growth_pct = 7.50
seq_area_sq_um = 571
fillers = 541
drive_gt1_share_pct = 11.6
final_area_sq_um = 1760
finish.utilization_pct = 34.0
final-comb-area_sq_um = 977

[status]
status = "finished clean"

[hold_path]
hold_class = "flip-flop to flip-flop"
## where the power goes
part	internal, uW	leakage [uW]	switching (uW)
registers	181	0.000229	0
logic	0	0.000282	0
clock network	86.4	0.0000357	56.1
## cells by family after synthesis
| logic type | Yosys count | synth area share, % |
|---|---|---|
| DFF | 28 | 34.9 |
| xor gates and xnor gates | 22 | 11.8 |
| AOI/OAI and AO/OA | 35 | 16.0 |
| and+or+nand+nor | 89 | 30.1 |
| adders and majority gates | 2 | 1.53 |
| buffers and inverters | 21 | 5.66 |
## metrics by stage
step | instances | hold WS, ps
global route | 260 | 563
CTS | 260 | 532
floorplan | 197 | 473
finish | 260 | 531
global placement | 256 | 513
detailed placement | 256 | 514
## critical path: cells and delay by family, from the launching register on
| kind | cells | cell delay [ps] |
|---|---|---|
| and+or+nand+nor | 3 | 940 |
| adders and majority gates | 1 | 390 |
| DFF | 1 | 480 |
| AOI/OAI and AO/OA | 3 | 720 |
| buffers and inverters | 1 | 290 |
## routing by layer
layer,part of all wire (%),wire length (um),vias to the layer above,global-route usage (%)
met4,1.1,36,0,1.44
li1,-,-,702,-
met2,41,1410,24,18.6
met1,54,1860,618,22.8
met5,0,0,-,0
met3,3.6,122,4,2.55
## layout by cell type, fill, tap and decap left out, types with 4 or more instances in the layout
cell / n
nor3_1: 7
nand3_1: 13
nor4_1: 7
nand2_1: 20
a21oi_2: 10
nor2_1: 14
xnor2_1: 16
nand4_1: 9
dfxtp_1: 27
and3_1: 4
inv_1: 7
xor2_1: 6
a21oi_1: 5
## worst min-delay path by stage
stage                        start                    to  depth (start not counted)
CTS           state[21]$_SDFF_PN0_  state[21]$_SDFF_PN0_                          2
global route  state[21]$_SDFF_PN0_  state[21]$_SDFF_PN0_                          2
finish        state[21]$_SDFF_PN0_  state[21]$_SDFF_PN0_                          2
## flip-flops by register name, indices dropped and copies added (netlist names)
signal and cells:
state 27, u_clk_1 1
## layout make-up
| type | count | share of cell area (%) |
|---|---|---|
| clock buffers | 3 | 2.35 |
| multi-input cells | 148 | 55.6 |
| well taps | 70 | 4.98 |
| flip-flops and latches | 28 | 32.5 |
| inverters | 7 | 1.49 |
| clock inverters | 1 | 1.71 |
| repair buffers | 3 | 1.42 |
Power is estimated from default activity; no workload was simulated.
