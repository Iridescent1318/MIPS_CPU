`/design/flow/run.sh`:
```
#!/bin/bash
# OpenROAD 26Q1-2900-gdf79404cd8, Yosys 0.63+post, stock flow scripts
make -C /OpenROAD-flow-scripts/flow DESIGN_CONFIG=/design/flow/config.mk WORK_HOME=/design/flow/orfs finish
```
`/design/flow/config.mk`:
```
export PLATFORM = sky130hd
export DESIGN_NAME = scan_clk
export DESIGN_NICKNAME = scan_clk
export VERILOG_FILES = /design/flow/design.v
export SDC_FILE = /design/flow/constraint.sdc
export NUM_CORES = 4
export LEC_CHECK = 1
export CORE_AREA = 10 10 92 92
export DIE_AREA = 0 0 102 102
```
`/design/flow/design.v`:
```
`timescale 1ns / 1ps
module scan_clk(
    input sysclk,
    output s_clk
    );
    reg[27:0] state;
    reg[27:0] divide;
    reg s_clk_1;
assign s_clk = s_clk_1;
initial
begin
    s_clk_1 = 0;
    state = 28'b0000_0000_0000_0000_0000_0000_0000;
    divide = 28'b0000_0000_0001_1000_0110_1010_0000;  
end
always@ (posedge sysclk)
begin
    if(state == 0) 
        s_clk_1 = ~s_clk_1;
    state = state + 21'b000_0000_0000_0000_0000_10;
    if(state == divide)
        state = 28'b0000_0000_0000_0000_0000_0000_0000;
end
endmodule
```
`/design/flow/constraint.sdc`:
```
current_design scan_clk

set clk_period 7.8
set clk_io_pct 0.2

create_clock -name clk0 -period $clk_period [get_ports {sysclk}]

set non_clock_inputs [all_inputs -no_clocks]
set_input_delay [expr $clk_period * $clk_io_pct] -clock clk0 $non_clock_inputs
set_output_delay [expr $clk_period * $clk_io_pct] -clock clk0 [all_outputs]
```
==> run summary <==
Antenna violation net count after detailed routing: 0
Synthesized instance count: 186
Wire length of the first global-routing pass: 6072 um
Detailed-route wire length: 3389 um
Number of buffers between clock root and the deepest sink: 2
Cell family with the largest share of critical-path delay: simple AND/OR/NAND/NOR gates
Most common cell after layout, fill and taps aside: dfxtp_1
Final tally of hold violations: 0
Cell count in the Yosys report: 186
CP Class: flop to flop
Placement row count: 29
Run status: finished clean
Worst path arrival time: 3110 ps
Yosys warning total: 1
Resized Gates After CTS: 0
Critical path cell sequence: ha_1, and4_1, nand2_1, or3_1, a221o_1, nor4_2, a21oi_1
Peak per-stage delay on the critical path: 700 ps
Largest fanout on the critical path: 9
Power per standard cell area: 131.8 nW/um2
RSZ-0062 raised after global routing: false
Post-CTS setup buffer count: 0
GRT Total Usage: 7.006%
Number of global-route vias before repair: 1191
Worst hold path type: flop to flop
Synthesis-to-finish area growth: 4.378%
Max stage delay cell, worst path: nor4_2
Die W: 102 um
Top area cells in the synthesized netlist: dfxtp_1 33%, xnor2_1 5.9%, xor2_1 5.9%
Clock tree root buffer cell: clkbuf_8
Port Buffer Count: 1
Post-CTS Hold Fix Bufs: 0
Clock Sink Count: 28
Maximum vdd ir drop: 0.06768 mV
Tool warning count: 26
Number of buffers added by the clock tree synthesis step: 3
Post-DR vias/cell: 5.260
Finished layout cell area: 1700 um2
DRC violation count after routing: 0
CP startpoint kind: flop
Highest achievable clock rate: 336.3 MHz
Minimum setup slack in the final design: 4826 ps
Total power: 224.0 uW
Count of distinct cell types in the synthesized netlist: 46
Area share of the largest cell type after synthesis: 33.18%
Shortest clock period the worst path allows after layout: 2974 ps
Number of vias after detailed routing: 1336
Area after DPL: 1655 um2
Iter 0 DRT Violations: 75
Area of the die: 10400 um2
Most used DFF post-synth: dfxtp_1
Met2 Track Usage GR: 9.580%
Diodes inserted: 0
Yosys Chip Area: 1629 um2
Avg Synthesized Cell Area: 8.758 um2
Maximum clock skew at final layout: 4.263 ps
FFs w/ async S/R, synth: 0%
Pin count of the biggest net entering global routing: 16
Setup WS pre-CTS: 4881 ps
Final tally of setup violations: 0
Post-synth regs: 28
Slew Limit Fails: 0
Cell leakage power: 0.6040 nW
Dominant logic cell types in the final layout: 27 x dfxtp_1, 14 x nand2_1, 12 x nand4_1
Top cell type by total area after synthesis: dfxtp_1
Worst hold margin: 524.9 ps
Post-layout utilization of the core: 26.33%
Detailed placer's ending HPWL: 2519 um
Post-DR wirelength/cell: 13.34 um
Number of antenna violations at the first check in global routing: 0
Initial core utilization: 25.22%
FILL cells: 694
GP Congestion: 0.8973
Transition time at the pin with the least slew margin: 816.7 ps
Remaining max-slew budget at the tightest pin: 45.05%
Placeable Area: 6459 um2
Clock input transition at the sequential cells of the worst setup and hold paths: 90 ps
Met3 usage: 1.772%
Number of max-cap violations: 0
Met1 usage in global routing: 11.02%
CTS tree: built
Post-synth tally of flip-flops with integrated enable: 1
CP Data Required Time: 7930 ps
Number of cells in the design after placement: 250
GRT Max-Usage Layer: met1
Router iterations before antenna repair: 4
Fraction of layout cells with a size suffix above 1: 6.215%
Total negative slack: 0 ps
Top-Level Pins: 2
Worst-Skew Late Latency: 270 ps
Die height: 102 um
Max H-tree Level: 1
Worst setup EP type: flop
Cell area after technology mapping: 1629 um2
Final cycle utilization of the critical path: 38.12%
Buffering stage count on the worst path with inverters included: 0
Total overflow reported by the global router: 0
Sequential share of the synthesized area: 35.02%
Final instance count without filler cells: 254
## report_power, final
group / internal (mW) / switching [mW]
combinational: 0 / 0
clock: 0.0366 / 0.0439
sequential: 0.144 / 0
total: 0.180 / 0.0439
## worst paths after layout
kind | depth (start not counted) | endpoint | slack [ps] | from
setup / recovery | 7 | state[7] | 4830 | state[1]
hold / removal | 1 | state[17] | 520 | state[17]
setup reg to reg | 7 | state[7] | 4830 | state[1]
hold reg to reg | 1 | state[17] | 520 | state[17]
## logic make-up (layout without fill, tap and decap cells)
| family | count (synthesis) | in the layout | share of synthesized area, % |
|---|---|---|---|
| buffers and inverters | 19 | 10 | 6.067 |
| adders and majority gates | 2 | 2 | 1.536 |
| DFF | 28 | 28 | 35.02 |
| AOI/OAI and AO/OA | 23 | 23 | 9.754 |
| xor gates and xnor gates | 22 | 22 | 11.83 |
| and+or+nand+nor | 91 | 91 | 35.18 |
| muxes | 1 | 1 | 0.6145 |
## synth_stat cells (6+ instances only)
cell type	number
dfxtp_1	27
nand2_1	14
nand4_1	12
nand3_1	11
xnor2_1	11
xor2_1	11
nor2_1	8
nor4_1	8
a21oi_1	7
buf_2	7
nor3_1	6
## state kept, by name, summed over array words and instances, names as in the netlist
register  flops
s_clk_1       1
state        27
## per-layer routing
| layer | wire, um | vias to the layer above |
|---|---|---|
| met3 | 206 | 4 |
| met4 | 27 | 0 |
| met2 | 1380 | 32 |
| li1 | - | 677 |
| met5 | 0 | - |
| met1 | 1775 | 623 |
## area by class of cell
| cell class | count | area (um2) | share of cell area, % |
|---|---|---|---|
| Sequential cell | 28 | 570.5 | 33.55 |
| Tap cell | 77 | 96.34 | 5.666 |
| Clock buffer | 4 | 45.04 | 2.649 |
| Inverter | 5 | 18.77 | 1.104 |
| Timing Repair Buffer | 1 | 10.01 | 0.5887 |
| Multi-Input combinational cell | 139 | 959.7 | 56.44 |
Power is estimated from default activity; no workload was simulated.
